--- run.sh ---
#!/bin/bash
# OpenROAD 26Q1-2900-gdf79404cd8, Yosys 0.63+post, stock flow scripts
make -C /OpenROAD-flow-scripts/flow DESIGN_CONFIG=/design/flow/config.mk WORK_HOME=/design/flow/orfs finish
--- config.mk ---
export PLATFORM = sky130hd
export DESIGN_NAME = Division
export DESIGN_NICKNAME = Division
export VERILOG_FILES = /design/flow/design.v
export SDC_FILE = /design/flow/constraint.sdc
export NUM_CORES = 4
export LEC_CHECK = 1
export CORE_AREA = 10 10 80 80
export DIE_AREA = 0 0 90 90
--- constraint.sdc ---
current_design Division

set clk_period 3.0
set clk_io_pct 0.2

create_clock -name clk0 -period $clk_period [get_ports {butDIV}]

set non_clock_inputs [all_inputs -no_clocks]
set_input_delay [expr $clk_period * $clk_io_pct] -clock clk0 $non_clock_inputs
set_output_delay [expr $clk_period * $clk_io_pct] -clock clk0 [all_outputs]
--- design.v ---
`timescale 1ns / 1ps
module Division(div1,div2,butDIV,resDIV);
	input [8:0] div1;			 
	input [8:0] div2;			 
	input butDIV;				 
	output [8:0] resDIV;		 
	reg [8:0] resDIV;
always @ (negedge butDIV)
begin
case (div2)
	9'b000000010:begin
						resDIV = div1 >>> 1;	 
					 end
	9'b000000100:begin
						resDIV = div1 >>> 2;	 
					 end
	9'b000001000:begin
						resDIV = div1 >>> 3;	 
					 end
	9'b000010000:begin
						resDIV = div1 >>> 4;	 
					 end
	9'b000100000:begin
						resDIV = div1 >>> 5;	 
					 end
	9'b001000000:begin
						resDIV = div1 >>> 6;	 
					 end
	9'b010000000:begin
						resDIV = div1 >>> 7;	 
					 end
	default:begin
						resDIV = 9'b000000000;	 
					 end	
endcase
end
endmodule
==> flow_metrics.tcl <==
# metrics dict for downstream scripts
set metrics [dict create \
    antennaDiodeCount 0 \
    drc_errors 0 \
    dr.first_iter.drc_count 73 \
    ys_sh_mux 0 \
    dieArea_sq_um 8100 \
    ys_types 32 \
    gr-total-overflow 0 \
    min_to "resDIV[5]$_DFF_N_" \
    simple_gate_share 0.352 \
    synth_area_sq_um 562 \
    area_leaders "dfxtp_1 29%, a22oi_1 12%, nor2b_1 8.9%" \
    layout.cells.most_common "buf_4" \
    multiInputGateArea_sq_um 453 \
    clk_path_buf_depth 2 \
    status "finished with violations" \
    firstDrtPassIters 4 \
    place_area_sq_um 1060 \
    grt_usage 0.0547 \
    peakVddDrop_mv 0.106 \
    ios 28 \
    drt_wl_total_microns 2330 \
    crit_fanout 2 \
    core.rowCount 25 \
    synth_seq_share 0.285 \
    core_area_sq_um 4720 \
    hold_path_class "in -> reg" \
    cts_htree_levels 1 \
    cts_tree "yes" \
    cts_inserted_buffers 3 \
    cp-end-kind "register" \
    cts_root_buf "clkbuf_8" \
    met3_usage 0.0134 \
    worst_slack_ns -0.0688 \
    grtUsageMet1 0.0794 \
    critPathKind "in -> reg" \
    fa_ha_area_frac 0 \
    yosys_warnings 1 \
    grt_max_degree 9 \
    setup_violations 2 \
    yosysCellCount 69 \
    ys.flops 8 \
    register_area_sq_um 165 \
    drv_slew 0 \
    top_area_cell "dfxtp_1" \
    die_y_microns 90 \
    hp-start "div2[8]" \
    arrival_ns 1.81 \
    ant_nets 0 \
    routedWlPerCell_microns 12.1 \
    yosysChipArea_sq_um 562 \
    largest_reg_flops 8 \
    area_growth_pct 112 \
    grt_pass1_wl_microns 3800 \
    report.final.hold_viol_count 0 \
    antenna_found_initial 0 \
    place_ws_ns -0.673 \
    worstPathRequired_ns 1.74 \
    fin_area_sq_um 1190 \
    ys_sh_aoi 0.321 \
    viasPerCell 4.08 \
    async_flop_share 0 \
    busiest_layer "met1" \
    num_vias 784 \
    violations "negative setup slack" \
    synthFlopType "dfxtp_1" \
    critPathLaunchType "input port" \
    final_cell_mix "20 x buf_4, 9 x dlygate4sd2_1, 8 x inv_1" \
    powerDensity_nw_per_um2 303 \
    syn_inst 69 \
    critical_path.startpoint "div2[8]" \
    syn_avg_cell_area_sq_um 8.14 \
    first_global_vias 815 \
    grt_setup_unrepaired "true" \
    io_buffer_count 25 \
    p_leak_nw 0.536 \
    topCombFamilyByArea "simple AND/OR/NAND/NOR gates" \
    maxCapViolations 0 \
    warning_count 37 \
    fp-utilization 0.119 \
    min_path_cells 4 \
    met2_usage 0.0775 \
    xor_share 0 \
    gp_congestion 0.979 \
    dp_hpwl_microns 1870 \
    fillers 509 \
    numClockSinks 8 \
    drive_gt1_frac 0.424 \
    clkSlewWorstSetupHoldPaths_ns 0.04 \
    netlist.area_leader.share 0.285 \
    die_w_microns 90 \
    edf_count 0 \
]
## through the flow
step	hold slack, ns	utilization	cells	setup TNS (ns)	total power, W
after floorplan	2.25	-	69	-0.720	0.000152
after global placement	2.78	0.224	181	-4.74	0.000212
after detailed placement	2.79	0.224	181	-4.66	0.000211
after CTS	2.18	0.241	191	-0.0835	0.000364
after global routing	2.21	0.252	192	-0.157	0.000388
final	2.20	0.252	192	-0.101	0.000360
## where the power goes
part / internal [W] / leakage, nW / switching [W]
Combinational: 0.0000490 / 0.405 / 0.0000391
Clock: 0.000101 / 0.0642 / 0.0000625
Sequential: 0.000108 / 0.0665 / 0.000000138
Total: 0.000258 / 0.536 / 0.000102
## synthesized netlist by cell type (2+ instances only)
cell type  instances
nand4_1            2
a32oi_1            3
dfxtp_1            8
and2b_1            2
nand3b_1           2
a22o_1             2
nor4_1             2
or3_1              2
nor2b_1            8
or4_1              2
nor2_1             6
nand3_1            2
a22oi_1            9
## layout make-up
cell class | count | share of cell area
Timing Repair Buffer | 49 | 0.349
Tap cell | 67 | 0.0705
Multi-Input combinational cell | 57 | 0.381
Clock inverter | 8 | 0.0253
Clock buffer | 3 | 0.0347
Sequential cell | 8 | 0.139
## repair_timing
item | in CTS | in global routing
setup buffers | 1 | 1
pin swaps | 11 | 7
setup endpoints to repair | 16 | 6
gates resized | 59 | 11
gates cloned | 0 | 0
hold buffers | 0 | 0
## kinds of logic after synthesis
| family | after synthesis |
|---|---|
| buf+inv | 4 |
| simple gates | 33 |
| compound gates | 23 |
| other cells | 1 |
| flops | 8 |
## worst max-delay path by stage
stage / end / slack, ns / cells after the start
after CTS: resDIV[1]$_DFF_N_ / -0.05 / 5
after global routing: resDIV[1]$_DFF_N_ / -0.09 / 5
final: resDIV[1]$_DFF_N_ / -0.07 / 5
## metal layers
| metal | share of wire | vias up |
|---|---|---|
| met5 | 0 | - |
| met4 | 0.012 | 0 |
| met3 | 0.073 | 2 |
| met2 | 0.43 | 41 |
| met1 | 0.49 | 352 |
| li1 | - | 389 |
## critical path, cell delays in order
cell     delay (ns)
buf_6          0.09
or3_4          0.38
or4_4          0.51
nor2_2         0.12
a311o_1        0.11
Power is estimated from default activity; no workload was simulated.
